==> /design/flow/design.v <==
module Clock_Divider(clock_in, clock_out);
	input clock_in;
	output reg clock_out;
	reg [14:0] count;
	always @ (posedge clock_in)
	begin
		count <= count + 1;
		if (count >= 25000)
			begin
				count <= 0;
				clock_out <= ~clock_out;
			end
	end
endmodule
module Final_Lock(CLOCK_50, SoftReset, Program, B0, B1, B2, B3, B4, B5, B6, B7, B8, B9, GREEN, RED);
	input CLOCK_50;
	input SoftReset, Program;
	input B0, B1, B2, B3, B4, B5, B6, B7, B8, B9;
	output GREEN, RED;
	wire clock;
	Final_Lock_sm State_Machine(clock, SoftReset, Program, B0, B1, B2, B3, B4, B5, B6, B7, B8, B9, GREEN, RED);
	Clock_Divider Clock_Divider_1(CLOCK_50, clock);
endmodule
module Final_Lock_sm(clock, reset, program, b0, b1, b2, b3, b4, b5, b6, b7, b8, b9, correctLed, incorrectLed);
	input clock;
	input reset;
	input program;
	input b0, b1, b2, b3, b4, b5, b6, b7, b8, b9;
	output reg correctLed, incorrectLed;
	reg [4:0] state, next_state;
	reg [9:0] num1, num2, num3, num4;
	parameter S0 = 5'b00000,
				 C1 = 5'b00001,
				 C2 = 5'b00010,
				 C3 = 5'b00011,
				 CORRECT = 5'b00100,
				 X1 = 5'b00101,
				 X2 = 5'b00110,
				 X3 = 5'b00111,
				 INCORRECT = 5'b01000,
				 BC1 = 5'b01001,
				 BC2 = 5'b01010,
				 BC3 = 5'b01011,
				 BC4 = 5'b01100,
				 BX1 = 5'b01101,
				 BX2 = 5'b01110,
				 BX3 = 5'b01111,
				 BX4 = 5'b10000,
				 P1 = 5'b10001,
				 P2 = 5'b10010,
				 P3 = 5'b10011,
				 P4 = 5'b10100,
				 BP1 = 5'b10101,
				 BP2 = 5'b10110,
				 BP3 = 5'b10111,
				 BP4 = 5'b11000,
				 BP5 = 5'b11001;
	initial
	begin
		num1[9:0] = 10'b1000000000;
		num2[9:0] = 10'b0100000000;
		num3[9:0] = 10'b0010000000;
		num4[9:0] = 10'b0001000000;
	end
	always @ (posedge clock or posedge reset)
	begin
		if (reset == 1)
			state <= S0;
		else
			state <= next_state;
	end
	always @ (posedge clock)
	begin
		case(state)
			S0:
				begin
					if ((b0|b1|b2|b3|b4|b5|b6|b7|b8|b9) == 1)
						begin
							if({b0,b1,b2,b3,b4,b5,b6,b7,b8,b9} == num1)
								next_state <= BC1;
							else
								next_state <= BX1;
						end
					else
						next_state <= S0;
				end
			C1:
				begin
					if ((b0|b1|b2|b3|b4|b5|b6|b7|b8|b9) == 1)
						begin
							if({b0,b1,b2,b3,b4,b5,b6,b7,b8,b9} == num2)
								next_state <= BC2;
							else
								next_state <= BX2;
						end
					else
						next_state <= C1;
				end
			C2:
				begin
					if ((b0|b1|b2|b3|b4|b5|b6|b7|b8|b9) == 1)
						begin
							if({b0,b1,b2,b3,b4,b5,b6,b7,b8,b9} == num3)
								next_state <= BC3;
							else
								next_state <= BX3;
						end
					else
						next_state <= C2;
				end
			C3:
				begin
					if ((b0|b1|b2|b3|b4|b5|b6|b7|b8|b9) == 1)
						begin
							if({b0,b1,b2,b3,b4,b5,b6,b7,b8,b9} == num4)
								next_state <= BC4;
							else
								next_state <= BX4;
						end
					else
						next_state <= C3;
				end
			CORRECT:  
				begin
					if (program == 1)
						next_state <= BP1;
					else
						next_state <= CORRECT;
				end
			X1:
				begin
					if ((b0|b1|b2|b3|b4|b5|b6|b7|b8|b9) == 1)
						next_state <= BX2;
					else
						next_state <= X1;
				end
			X2:
				begin
					if ((b0|b1|b2|b3|b4|b5|b6|b7|b8|b9) == 1)
						next_state <= BX3;
					else
						next_state <= X2;
				end
			X3:
				begin
					if ((b0|b1|b2|b3|b4|b5|b6|b7|b8|b9) == 1)
						next_state <= BX4;
					else
						next_state <= X3;
				end
			INCORRECT: ;
			BC1:
				begin
					if ((b0|b1|b2|b3|b4|b5|b6|b7|b8|b9) == 1)
						next_state <= BC1;
					else
						next_state <= C1;
				end
			BC2:
				begin
					if ((b0|b1|b2|b3|b4|b5|b6|b7|b8|b9) == 1)
						next_state <= BC2;
					else
						next_state <= C2;
				end
			BC3:
				begin
					if ((b0|b1|b2|b3|b4|b5|b6|b7|b8|b9) == 1)
						next_state <= BC3;
					else
						next_state <= C3;
				end
			BC4:
				begin
					if ((b0|b1|b2|b3|b4|b5|b6|b7|b8|b9) == 1)
						next_state <= BC4;
					else
						next_state <= CORRECT;
				end
			BX1:
				begin
					if ((b0|b1|b2|b3|b4|b5|b6|b7|b8|b9) == 1)
						next_state <= BX1;
					else
						next_state <= X1;
				end
			BX2:
				begin
					if ((b0|b1|b2|b3|b4|b5|b6|b7|b8|b9) == 1)
						next_state <= BX2;
					else
						next_state <= X2;
				end
			BX3:
				begin
					if ((b0|b1|b2|b3|b4|b5|b6|b7|b8|b9) == 1)
						next_state <= BX3;
					else
						next_state <= X3;
				end
			BX4:
				begin
					if ((b0|b1|b2|b3|b4|b5|b6|b7|b8|b9) == 1)
						next_state <= BX4;
					else
						next_state <= INCORRECT;
				end
			P1:
				begin
					if ((b0|b1|b2|b3|b4|b5|b6|b7|b8|b9) == 1)
						begin
							num1 <= {b0,b1,b2,b3,b4,b5,b6,b7,b8,b9};
							next_state <= BP2;
						end
					else
						next_state <= P1;
				end
			P2:
				begin
					if ((b0|b1|b2|b3|b4|b5|b6|b7|b8|b9) == 1)
						begin
							num2 <= {b0,b1,b2,b3,b4,b5,b6,b7,b8,b9};
							next_state <= BP3;
						end
					else
						next_state <= P2;
				end
			P3:
				begin
					if ((b0|b1|b2|b3|b4|b5|b6|b7|b8|b9) == 1)
						begin
							num3 <= {b0,b1,b2,b3,b4,b5,b6,b7,b8,b9};
							next_state <= BP4;
						end
					else
						next_state <= P3;
				end
			P4:
				begin
					if ((b0|b1|b2|b3|b4|b5|b6|b7|b8|b9) == 1)
						begin
							num4 <= {b0,b1,b2,b3,b4,b5,b6,b7,b8,b9};
							next_state <= BP5;
						end
					else
						next_state <= P4;
				end
			BP1:
				begin
					if ((b0|b1|b2|b3|b4|b5|b6|b7|b8|b9) == 1)
						next_state <= BP1;
					else
						next_state <= P1;
				end
			BP2:
				begin
					if ((b0|b1|b2|b3|b4|b5|b6|b7|b8|b9) == 1)
						next_state <= BP2;
					else
						next_state <= P2;
				end
			BP3:
				begin
					if ((b0|b1|b2|b3|b4|b5|b6|b7|b8|b9) == 1)
						next_state <= BP3;
					else
						next_state <= P3;
				end
			BP4:
				begin
					if ((b0|b1|b2|b3|b4|b5|b6|b7|b8|b9) == 1)
						next_state <= BP4;
					else
						next_state <= P4;
				end
			BP5:
				begin
					if ((b0|b1|b2|b3|b4|b5|b6|b7|b8|b9) == 1)
						next_state <= BP5;
					else
						next_state <= S0;
				end
			default: next_state <= S0;
		endcase
	end
	always @ (posedge clock)
	begin
		case(state)
			CORRECT: 
				begin
					correctLed <= 1;
					incorrectLed <= 0;
				end
			INCORRECT: 
				begin
					correctLed <= 0;
					incorrectLed <= 1;
				end
			default:
				begin
					correctLed <= 0;
					incorrectLed <= 0;
				end
		endcase
	end
endmodule
==> /design/flow/run.sh <==
#!/bin/bash
# OpenROAD 26Q1-2900-gdf79404cd8, Yosys 0.63+post, stock flow scripts
make -C /OpenROAD-flow-scripts/flow DESIGN_CONFIG=/design/flow/config.mk WORK_HOME=/design/flow/orfs finish
==> /design/flow/config.mk <==
export PLATFORM = sky130hd
export DESIGN_NAME = Final_Lock
export DESIGN_NICKNAME = Final_Lock
export VERILOG_FILES = /design/flow/design.v
export SDC_FILE = /design/flow/constraint.sdc
export NUM_CORES = 4
export LEC_CHECK = 1
export CORE_UTILIZATION = 40
==> /design/flow/constraint.sdc <==
current_design Final_Lock

set clk_period 3.7
set clk_io_pct 0.2

create_clock -name clk0 -period $clk_period [get_ports {CLOCK_50}]

set non_clock_inputs [all_inputs -no_clocks]
set_input_delay [expr $clk_period * $clk_io_pct] -clock clk0 $non_clock_inputs
set_output_delay [expr $clk_period * $clk_io_pct] -clock clk0 [all_outputs]
==> Changelog: implementation <==
### Implementation results

- Status: complete, no violations
- Register pins left without a clock: 52
- Via density: 5.11
- Slew margin rel.: 58.7%
- Hold path start: Clock_Divider_1.count[14]
- AND/OR/NAND/NOR Cells, Area Fraction: 15.6%
- Ys async rst share: 7.35%
- Yosys adder share: 0.781%
- CP required: 3.82 ns
- Post-CTS Resized: 0
- GR Layer Usage met3: 4.08%
- P_int: 299 uW
- Area growth, synth to finish: 7.30%
- Final critical-path required period: 1.60 ns
- Highest-count logic cell in the final layout: edfxtp_1
- Crit share post-route: 43.2%
- Clock-pin slew on the worst setup and hold paths: 0.06 ns
- Final RePlAce weighted congestion: 0.810
- Max stage delay on crit path: 0.42 ns
- Sw Ratio: 22.5%
- Fp_density: 41.5%
- Share of layout cells above drive strength 1: 5.80%
- Highest net fanout along the worst path: 5
- CTS buffer count: 3
- PD cells: 112 nW/um^2
- CP startpoint: Clock_Divider_1.count[0]
- Syn Inst Count: 272
- Pins over their slew limit: 0
- RSZ-0062 raised after global routing: no
- Die H: 91.5 um
- GRT Total Usage: 14.7%
- FP Rows: 32
- Xor/xnor share: 14.2%
- Post-DP Area: 3380 um^2
- Comb area leader: simple AND/OR/NAND/NOR gates
- Critical Setup Path Class: flop to flop
- Core Box Area: 7730 um^2
- Die Width: 91.5 um
- Initial antenna violation count: 0
- Leading area contributor after synthesis: edfxtp_1
- Antenna viol nets, final: 0
- Initial drt markers: 54
- GR peak layer: met2
- Top cells by area: edfxtp_1, xor2_1, dfxtp_1
- CTS hold repair buffers: 0
- DPL Wire Length: 3650 um
- Root Buffer: clkbuf_8
- Area leader share: 43.1%
- IO Pins: 15
- Worst Skew: 0.00314 ns
- Fillers: 704
- Die area: 8380 um^2
- Flop pwr share: 47.0%
- GR Util met2: 23.0%
- Mapped Area: 3210 um^2
- Distinct lib cells used: 44
- Slowest CP cell: nor4_1
- Worst-margin pin slew: 0.619 ns
- Finished layout cell area: 3440 um^2
- Critical path launch point type: flop
- Grt total ovfl: 0
- Flip-flops with a built-in enable: 46
- Routed WL: 5290 um
- Switching power: 86.9 uW
- Power share of the combinational group: 14.4%
- Residual DRC count: 0
- Yosys cell count: 272
- Endpoints failing hold: 0
- Predominant post-synthesis flop cell: edfxtp_1
- First-pass GRT wire length: 9390 um
- Largest net degree at the start of global routing: 53
- Vias in the first global route: 2011
- Registers, synthesis: 68
- Clock Power Share: 38.6%
- Dominant logic cell types in the final layout: edfxtp_1, xor2_1, nor2_1, dfxtp_1, nand3_1
- Leak: 0.00113 uW
- Drt wl/cell: 14.0 um
- Mux frac, synth: 0.312%
- Via Count: 1930
- Late-Pin Clk Latency: 0.24 ns
- Number of unconstrained endpoints: 99
- Pre-Repair DR Iteration Count: 4
- Clk buf depth: 2
- Tool Warnings: 27
- Antenna cells: 0
- Max cap viols: 0
- AND-OR/OR-AND Cells, Area Fraction: 6.52%
- Setup TNS: 0 ns
- H-tree depth: 1
- # port buffers: 14
- CTS tree: built
- Hold Path Class: flop to flop
- Setup bufs post-CTS: 0
- Peak VDD IR: 0.000122 V
- Setup Viol. Count Final: 0
- Yosys chip area: 3210 um^2
- Seq share, synth: 57.6%
- Worst EP arrival: 1.72 ns
- Yosys warns: 2
- Met1 global-route usage: 22.7%
- CP cell instances: ha_1, nand2_1, nor4_1, nand3_1, xor2_1, nor2_1
- RR Startpoint: Clock_Divider_1.count[0]
- Avg Inst Size Synth: 11.8 um^2
- Max Clk Rate: 0.626 GHz
- Setup crit end kind: flop
-- metrics by stage --
| step | setup WS, ns | hold WS, ns | instances | total power (uW) | utilization [%] |
|---|---|---|---|---|---|
| 2_1_floorplan | 2.25 | 0.437 | 272 | 223 | - |
| 3_3_place_gp | 2.14 | 0.460 | 374 | 242 | 43.8 |
| 3_5_place_dp | 2.11 | 0.456 | 374 | 242 | 43.8 |
| 4_1_cts | 2.08 | 0.470 | 378 | 391 | 44.5 |
| 5_1_grt | 1.84 | 0.521 | 378 | 408 | 44.5 |
| 6_report | 2.10 | 0.467 | 378 | 386 | 44.5 |
-- worst paths after layout --
kind | to | slack, ns | depth (start not counted)
worst max-delay path | Clock_Divider_1.count[12] | 2.10 | 6
worst min-delay path | Clock_Divider_1.count[14] | 0.47 | 2
worst min register to register | Clock_Divider_1.count[14] | 0.47 | 2
worst max register to register | Clock_Divider_1.count[12] | 2.10 | 6
-- synth_stat cells (2+ instances only) --
master	n
a311o_1	2
dfrtp_1	5
nand4_1	3
ha_1	2
and3_1	3
nor4_1	10
nand3_1	15
o21ai_0	4
nor3_1	11
xnor2_1	13
buf_6	3
nand2_1	14
buf_4	8
buf_2	5
a21oi_1	7
nor4_4	2
a31oi_1	4
edfxtp_1	46
inv_1	7
nand2b_1	3
nor2_1	24
nor2b_1	3
clkbuf_1	3
dfxtp_1	17
xor2_1	39
-- state kept, by name (all words and copies together) (netlist names) --
register / cells
State_Machine.next_state: 5
State_Machine.num3: 10
Clock_Divider_1.clock_out: 1
State_Machine.num2: 10
State_Machine.incorrectLed: 1
State_Machine.num1: 10
Clock_Divider_1.count: 15
State_Machine.state: 5
State_Machine.num4: 10
State_Machine.correctLed: 1
-- power groups by stage --
stage                 clock network, uW  logic, uW  registers [uW]
after global routing                165       61.6             181
final                               149       55.5             181
after CTS                           153       57.0             181
-- critical path, delay by kind of cell, from the launching register on --
family | cells | cell delay (ns)
adders and majority gates | 1 | 0.23
and+or+nand+nor | 4 | 0.72
DFF | 1 | 0.39
xor gates and xnor gates | 1 | 0.15
-- cell type report --
| cell class | instances | area [um^2] | share of cell area (%) |
|---|---|---|---|
| multi-input combinational | 177 | 1200 | 34.8 |
| timing repair buffer | 20 | 185 | 5.38 |
| tap | 102 | 128 | 3.71 |
| inverter | 7 | 26.3 | 0.764 |
| clock buffer | 4 | 55.1 | 1.60 |
| sequential | 68 | 1850 | 53.7 |
-- routing by layer --
metal | wire (um) | up-vias
met5 | 0 | -
met4 | 14 | 0
met3 | 271 | 2
met2 | 2440 | 50
met1 | 2560 | 911
li1 | - | 967
-- cell families (layout without fill, tap and decap cells) --
family / Yosys count / in the layout
buffers and inverters: 27 / 31
xor gates and xnor gates: 52 / 52
DFF: 68 / 68
AOI/OAI and AO/OA: 30 / 30
and+or+nand+nor: 92 / 92
adders and majority gates: 2 / 2
muxes: 1 / 1
Power figures rest on the tool's default switching activity, not on a simulated workload.
